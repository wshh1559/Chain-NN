`./design.v`:
```
module top_adder(a,b,c);
input [31:0] a,b;
output [31:0] c;
reg [7:0] diff;
reg [7:0] aexp,bexp,Bf_Regr_exp;
reg [9:0] cexp;
reg [24:0] aman,bman,amanshift,bmanshift;
reg [25:0] Bf_Regr_cman,cmanshift,cman;
reg csign;
reg Bf_Regr_csign;
reg [4:0] in,index;
reg [31:0] cout;
reg overflow;
reg downflow;
assign c = cout;
always @(a,b) begin
	aexp = a[30:23];
	bexp = b[30:23];
	aman = {2'b01,a[22:0]};
	bman = {2'b01,b[22:0]};
	if (a == 0) begin
		cout = b;
	end
	else if (b == 0) begin
		cout = a;
	end
	else begin
		if (aexp > bexp) begin
			diff = aexp - bexp;
			amanshift = aman;
			bmanshift = bman >> diff;
			Bf_Regr_exp = aexp;
		end
		else begin
			diff = bexp - aexp;
			bmanshift = bman;
			amanshift = aman >> diff;
			Bf_Regr_exp = bexp;
		end
		if (a[31] == b[31]) begin
			Bf_Regr_cman = amanshift + bmanshift;
			Bf_Regr_csign = a[31];
		end
		else begin
			Bf_Regr_cman = amanshift - bmanshift;
			Bf_Regr_csign = a[31];
		end
		if (Bf_Regr_cman[25]) begin
			csign = ~Bf_Regr_csign;
			cmanshift = ~Bf_Regr_cman+1;
		end
		else begin
			csign = Bf_Regr_csign;
			cmanshift = Bf_Regr_cman;
		end
		if (cmanshift == 0) begin
			cman = 0;
			cexp = 0;
			index = 0;
		end
		else begin
			casex(cmanshift)
				26'b1xxxxxxxxxxxxxxxxxxxxxxxxx: index = 25;
				26'b01xxxxxxxxxxxxxxxxxxxxxxxx: index = 24;
				26'b001xxxxxxxxxxxxxxxxxxxxxxx: index = 23;
				26'b0001xxxxxxxxxxxxxxxxxxxxxx: index = 22;
				26'b00001xxxxxxxxxxxxxxxxxxxxx: index = 21;
				26'b000001xxxxxxxxxxxxxxxxxxxx: index = 20;
				26'b0000001xxxxxxxxxxxxxxxxxxx: index = 19;
				26'b00000001xxxxxxxxxxxxxxxxxx: index = 18;
				26'b000000001xxxxxxxxxxxxxxxxx: index = 17;
				26'b0000000001xxxxxxxxxxxxxxxx: index = 16;
				26'b00000000001xxxxxxxxxxxxxxx: index = 15;
				26'b000000000001xxxxxxxxxxxxxx: index = 14;
				26'b0000000000001xxxxxxxxxxxxx: index = 13;
				26'b00000000000001xxxxxxxxxxxx: index = 12;
				26'b000000000000001xxxxxxxxxxx: index = 11;
				26'b0000000000000001xxxxxxxxxx: index = 10;
				26'b00000000000000001xxxxxxxxx: index = 9;
				26'b000000000000000001xxxxxxxx: index = 8;
				26'b0000000000000000001xxxxxxx: index = 7;
				26'b00000000000000000001xxxxxx: index = 6;
				26'b000000000000000000001xxxxx: index = 5;
				26'b0000000000000000000001xxxx: index = 4;
				26'b00000000000000000000001xxx: index = 3;
				26'b000000000000000000000001xx: index = 2;
				26'b0000000000000000000000001x: index = 1;
				26'b00000000000000000000000001: index = 0;
				default							: index = 0;
			endcase
			if (index == 5'd24) begin
				cman = cmanshift >> 1;
				cexp = Bf_Regr_exp + 1;
			end
			else begin
				cman = cmanshift << (5'd23-index);
				cexp = Bf_Regr_exp - (5'd23-index);
			end
		end
		if (cman == 0) begin
			cout = 0;
		end
		else if (cexp[9] == 1'b1) begin
			cout = 0;
			downflow = 1;
			overflow = 0;
		end
		else if (cexp[8] == 1'b1) begin
			cout[30:0] = 31'h7fff_ffff;
			cout[31] = csign;
			downflow = 0;
			overflow = 1;
		end
		else begin
			cout[31] = csign;
			cout[30:23] = cexp[7:0];
			cout[22:0] = cman[22:0];
			downflow = 0;
			overflow = 0;
		end
	end
end
endmodule
```
`./run.sh`:
```
#!/bin/bash
# OpenROAD 26Q1-2900-gdf79404cd8, Yosys 0.63+post, stock flow scripts
make -C /OpenROAD-flow-scripts/flow DESIGN_CONFIG=/design/flow/config.mk WORK_HOME=/design/flow/orfs finish
```
`./config.mk`:
```
export PLATFORM = sky130hd
export DESIGN_NAME = top_adder
export DESIGN_NICKNAME = top_adder
export VERILOG_FILES = /design/flow/design.v
export SDC_FILE = /design/flow/constraint.sdc
export NUM_CORES = 4
export LEC_CHECK = 1
export CORE_UTILIZATION = 50
```
`./constraint.sdc`:
```
current_design top_adder

set clk_period 74.3
set clk_io_pct 0.2

create_clock -name clk0 -period $clk_period

set non_clock_inputs [all_inputs -no_clocks]
set_input_delay [expr $clk_period * $clk_io_pct] -clock clk0 $non_clock_inputs
set_output_delay [expr $clk_period * $clk_io_pct] -clock clk0 [all_outputs]
```
==> run notes <==
Results of the run.

According to the timing report, the arrival time at the worst endpoint equals 30.68 ns. The worst endpoint required time is 59.44 ns. The quantity of I/O buffers inserted on ports is 96.

The startpoint of the tightest hold check path is a[26]. Of the cells placed in the final design, the portion with a size suffix greater than 1 is 0.09143. From synthesis to final layout, the design area changed by 10.50%.

The hold path depth is 4. The boundary pin count is 96. Warnings raised by the tools during the run amount to 42. The flow ran to the end, and the final reports show no timing, DRC or antenna violations. The maximum net fanout on the critical path is 72. VDD sags by at most 0.00004405 V.

Per the slew report, the remaining headroom to the max-slew limit stands at 0.4074. The count of hold-fix buffers inserted at cts is 0. According to the cell report, flip-flops and latches in the layout number 0. Setup repair after global routing left no endpoint under its margin.

The slowest cell on the critical path is buf_4. The max-slew violation count is 0. Counting tap cells, the placed design contains a total of 1834 instances.

For this sky-water flow run, the detailed-routed wirelength per cell is reported as 25.23 um. The switching power share of the total is 0.5973. In this run the power spent charging and discharging nets is 0.3096 mW.

The critical path is of the in -> out type. Per the post-synthesis stats, the area per cell is 6.777 um2. The first-pass detailed-route iteration total is 7. The most repeated library cell on the critical path is a21o_1. The delay of the slowest cell on the worst path is 0.69 ns.

The number of antenna violations at the first check in global routing came to 1. The cell area after synthesis is 0.01039 mm2. The total of endpoints with negative setup slack in the final report is 0. The power density over cell area is 45.15 mW/mm2. The smallest hold slack is 30.80 ns. The largest net degree at the start of global routing is 73.

The first global-routing pass estimated 71090 um of wire. The number of DRC markers in iteration 0 is 1398. According to the dpl log, the detail-placed design has an HPWL of 36490 um.

The yosys-reported design area after synthesis is 0.01039 mm2. According to the timing report, the critical path is launched from a[29]. The sequential cell area is 0 um2. The total wire length is 46300 um. The utilization after layout is 0.5655. STA classifies the critical path startpoint as a primary input.

The post-route non-filler standard cell count is 1835. At the pin with the least slew margin, the transition time is 0.8879 ns. The synthesized netlist handed to floorplanning was reported with a cell count of 1533. For this configuration, the core starts out at a cell density of 0.5118. The power report lists cell-internal power as 0.2087 mW.

The vertical die dimension is 146.1 um. The number of nets with antenna violations after detailed routing is 0. For this design the static power due to leakage is 4.381 nW. Per the OpenROAD floorplan log, the area of the core is 0.02030 mm2.

The netlist uses 109 different library cells. The number of rows created at floorplan is 52. The total power consumption of the routed design is 0.5183 mW. The maximum operating frequency is 21.96 MHz.

The shortest period the worst path allows is 45.54 ns. The number of maximum-capacitance violations is 0. The cell total in the yosys stat output is 1533.

The final weighted congestion of routability-driven global placement is 1.064. Post-route period utilization is reported as 0.6130. In this run the post-CTS setup repair buffer count came out at 0. Hold-check failures listed in the final report amount to 0. The share of the yosys chip area belonging to registers is 0.

The worst hold path endpoint is c[26]. The script logs the ratio of routed vias to standard cells as 7.105. The floorplan step defined a die boundary enclosing 0.02136 mm2. The horizontal die dimension reported for this design is 146.1 um.

The final layout report lists a clock buffer count of 0. The total number of yosys warnings is 1. For this run the aggregate overflow at the end of global routing stands at 0. The number of gates resized after CTS was 0. The number of global-route vias before repair is 11.92k. The worst setup path is captured at an output pin. The global routing usage summed across all routing layers is 0.4351. Checking hold timing, the worst path is listed with class in -> out.

The total negative slack is 0 ns. For this block, the via count after detailed routing is 13.04k. The DRC violation total left in the routed layout is recorded as 0.
==> worst max path at each step <==
stage | to | slack, ns | depth (start not counted)
6_report | c[15] | 28.76 | 59
5_1_grt | c[15] | 27.65 | 59
4_1_cts | c[15] | 29.20 | 59
==> layout make-up <==
cell class | count | area, um2
timing repair buffer | 120 | 1141
inverter | 58 | 217.7
antenna | 1 | 2.502
fill | 1975 | 8820
multi-input combinational | 1386 | 9781
tap | 270 | 337.8
==> worst max-delay path, delay by kind of cell <==
kind,cells,cell delay [ns]
AND-OR/OR-AND,28,6.17
buffers and inverters,9,3.10
adder cells (fa/ha/maj),4,1.79
AND/OR/NAND/NOR,16,4.37
XOR/XNOR,2,0.33
==> through the flow <==
stage | setup slack, ns | instance area [um2]
finish | 28.76 | 11480
detailed placement | 29.23 | 11480
global route | 27.65 | 11480
CTS | 29.20 | 11480
floorplan | 33.20 | 10390
global placement | 29.58 | 11480
==> layout by cell type (no fill, tap or decap), types with 40 or more instances in the layout <==
| cell | n |
|---|---|
| nand2_1 | 189 |
| nor2_1 | 124 |
| o21ai_0 | 99 |
| clkdlybuf4s50_1 | 96 |
| a21oi_1 | 72 |
| nand3_1 | 67 |
| mux2i_1 | 57 |
| xnor2_1 | 56 |
| inv_1 | 54 |
| ha_1 | 53 |
| nor3_1 | 42 |
| a211oi_1 | 40 |
| a31oi_1 | 40 |
==> synth_stat cells, types with 11 or more instances <==
cell type | instances | area share
inv_1 | 54 | 0.020
mux2i_1 | 58 | 0.056
nand2_1 | 189 | 0.068
nor2_1 | 124 | 0.045
a21oi_1 | 72 | 0.035
a211oi_1 | 40 | 0.029
mux2_2 | 14 | 0.015
o31ai_1 | 12 | 0.0087
ha_1 | 53 | 0.064
a21o_1 | 29 | 0.021
nand2b_1 | 14 | 0.0084
buf_2 | 29 | 0.014
and3_1 | 26 | 0.016
nor3_1 | 43 | 0.021
a22oi_1 | 11 | 0.0079
o21ai_0 | 99 | 0.048
xnor2_1 | 56 | 0.047
or3_1 | 15 | 0.0090
o211ai_1 | 25 | 0.018
nor4_1 | 24 | 0.014
nand4_1 | 21 | 0.013
clkbuf_1 | 42 | 0.015
mux4_2 | 25 | 0.054
o21a_1 | 16 | 0.012
o22a_1 | 22 | 0.019
nand3_1 | 67 | 0.032
o21ai_1 | 11 | 0.0053
o22ai_1 | 19 | 0.011
a31oi_1 | 42 | 0.025
xor2_1 | 31 | 0.026
and2_1 | 14 | 0.0084
==> cells by family after synthesis <==
logic type	after synthesis	share of synthesized area
simple gates	599	0.2874
compound gates	546	0.3805
buf+inv	147	0.06203
mux	97	0.1253
xor+xnor	87	0.07335
fa+ha+maj	57	0.07154
==> metal layers <==
layer | vias to the layer above | GRT usage | wire length, um
met5 | - | 0 | 0
met1 | 6018 | 0.5857 | 18570
li1 | 5994 | - | -
met3 | 182 | 0.08312 | 4523
met4 | 0 | 0.1818 | 2469
met2 | 844 | 0.6860 | 20740
Power figures rest on the tool's default switching activity, not on a simulated workload.
