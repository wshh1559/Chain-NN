==> flow/config.mk <==
export PLATFORM = sky130hd
export DESIGN_NAME = stdcore_rfifo_pre
export DESIGN_NICKNAME = stdcore_rfifo_pre
export VERILOG_FILES = /design/flow/design.v
export SDC_FILE = /design/flow/constraint.sdc
export NUM_CORES = 4
export LEC_CHECK = 1
export CORE_AREA = 10 10 85 85
export DIE_AREA = 0 0 95 95
==> flow/constraint.sdc <==
current_design stdcore_rfifo_pre

set clk_period 3.6
set clk_io_pct 0.2

create_clock -name clk0 -period $clk_period [get_ports {clk}]

set non_clock_inputs [all_inputs -no_clocks]
set_input_delay [expr $clk_period * $clk_io_pct] -clock clk0 $non_clock_inputs
set_output_delay [expr $clk_period * $clk_io_pct] -clock clk0 [all_outputs]
==> flow/design.v <==
`timescale 1ns/1ps
module stdcore_rfifo_pre
#(parameter           DW = 1,
                      DEPTH = 1,
                      PRE = 0,
                      AW = 9      
)
(
  clk,
  arst_n,
  rst_n,
  p,
  p_val,
  p_rdy,
  p_prdy,
  c,
  c_val,
  c_rdy
);
input               clk;
input               arst_n;
input               rst_n;
input   [DW-1:0]    p;
input               p_val;
output              p_prdy;
output              p_rdy;
output  [DW-1:0]    c;
output              c_val;
input               c_rdy;
reg     [DW-1:0]    mem [0:DEPTH-1];
reg     [AW-1:0]    ptp;
reg     [AW-1:0]    ptc, ptc_;
reg     [AW-1:0]    ptc_p1;
reg     [AW-1:0]    st;
reg     [AW-1:0]    st_;
reg                 c_val;
reg                 p_rdy, p_prdy;
reg     [DW-1:0]    c;
wire                p_we, c_we;
assign p_we = p_val && p_rdy;
assign c_we = c_val && c_rdy;
always @ (*) begin
  st_ = st + p_we - c_we;
  ptc_ = c_we ? ptc_p1 : ptc;
end
always @ (posedge clk or negedge arst_n)
  if(~arst_n) begin
    ptp <= #0.1 0;
    ptc <= #0.1 0;
    ptc_p1 <= #0.1 1;
    st <= #0.1 0;
    c_val <= #0.1 0;
    p_rdy <= #0.1 0; p_prdy <= #0.1 0;
    c <= #0.1 0;
  end
  else
  if(~rst_n) begin
    ptp <= #0.1 0;
    ptc <= #0.1 0;
    ptc_p1 <= #0.1 1;
    st <= #0.1 0;
    c_val <= #0.1 0;
    p_rdy <= #0.1 0; p_prdy <= #0.1 0;
    c <= #0.1 0;
  end
  else begin
    if(p_we)
      ptp <= #0.1 (ptp == DEPTH-1) ? 0 : (ptp + 1);
    ptc <= #0.1 ptc_;
    ptc_p1 <= #0.1 c_we ? ((ptc_p1 == DEPTH-1) ? 0 : (ptc_p1 + 1)) : ptc_p1;
    st <= #0.1 st_;
    c_val <= #0.1 st_ != 0;
    p_prdy <= #0.1 st_ < (DEPTH - PRE);
	p_rdy <= #0.1 st_ < (DEPTH);
    if(st_ != 0)
      c <= #0.1 (p_we && (st - c_we == 0)) ? p : mem[ptc_];
  end
always @ (posedge clk)
  if(p_we) begin
    mem[ptp] <= #0.1 p;
  end
endmodule
==> flow/run.sh <==
#!/bin/bash
# OpenROAD 26Q1-2900-gdf79404cd8, Yosys 0.63+post, stock flow scripts
make -C /OpenROAD-flow-scripts/flow DESIGN_CONFIG=/design/flow/config.mk WORK_HOME=/design/flow/orfs finish
==> flow_summary.json <==
{
  "drv_cap": 0,
  "swShare_pct": 46.82,
  "dr.first_iter.drc_count": 81,
  "period_used_pct": 91.14,
  "use_met2_pct": 11.84,
  "top_cell": "ha_1",
  "rsz0062_at_grt": "false",
  "htree_levels": 1,
  "yosys.area.top_type": "dfrtp_1",
  "die_h_um": 95,
  "diodes": 0,
  "wl_mm": 2.914,
  "top_usage_layer": "met2",
  "fill_cells": 574,
  "track_usage_pct": 6.939,
  "place_area_um2": 1536,
  "power_frac_seq_pct": 17.4,
  "coreArea_um2": 5473,
  "die_width_um": 95,
  "cp-end-kind": "flop",
  "gr-usage-met3_pct": 0.4808,
  "required_ps": 3740,
  "warning_count": 34,
  "syn_inst": 147,
  "antenna_found_initial": 0,
  "first_pass_iters": 4,
  "p_per_area_nw_per_um2": 818.8,
  "vias_per_cell": 4.477,
  "cts.repair.resized": 0,
  "cts.hold.buffers_added": 0,
  "cp-start-kind": "input port",
  "drive_above_1_share_pct": 15.34,
  "edf_count": 1,
  "fin_worst_skew_ps": 10.59,
  "route.detailed.drc": 0,
  "combPwrFrac_pct": 72.8,
  "grt_util_met1_pct": 9.482,
  "whs_ps": 585.0,
  "reg2reg_from": "p_prdy$_DFF_PN0_",
  "synth_area_um2": 1348,
  "min_period_ps": 3281,
  "postSynthSeqShare_pct": 24.51,
  "cp-startpoint": "c_rdy",
  "hold_path_class": "flop to flop",
  "hpwlAfterDp_mm": 2.424,
  "max_freq_mhz": 304.8,
  "hp-start": "c$_DFFE_PN0P_",
  "power_leakage_nw": 0.6899,
  "topCellsByArea": "dfrtp_1 (22%), ha_1 (17%), inv_1 (4.7%), xor2_1 (3.2%), nor2_1 (3.1%)",
  "final_max_slew_viol_count": 0,
  "fp_util_pct": 24.62,
  "grt_max_degree": 13,
  "io_pins": 10,
  "root_buffer": "clkbuf_8",
  "worstSetupPathType": "input port to flop",
  "ys_cells": 147,
  "p_switching_w": 0.0006068,
  "finalInstanceArea_um2": 1583,
  "finalHoldViolations": 0,
  "ant_nets": 0,
  "cts.sinks": 13,
  "areaGrowthSynthToFinish_pct": 17.46,
  "slew_headroom_pct": 66.20,
  "peakVddDrop_uv": 293.5,
  "ys.flop_type": "dfrtp_1",
  "finalSetupViolations": 0,
  "place_congestion": 0.8700,
  "arrival_ps": 3420,
  "syn_area_per_cell_um2": 9.167,
  "intPower_w": 0.0006892,
  "netlist.area_leader.share_pct": 22.28,
  "port_buffers": 9,
  "cts_tree": "done",
  "path_max_fanout": 4,
  "status": "completed",
  "post_cts_buffers": 0,
  "common_cells": "ha_1 (18), inv_1 (17), dfrtp_1 (12)",
  "first_global_vias": 1123,
  "synth_warnings": 1,
  "clkTransAtPathRegs_ps": 60,
  "cts_buffer_depth": 2,
  "tightest_slew_ps": 505.4,
  "cts_made_buffers": 3,
  "tns_ps": 0,
  "ys_area_um2": 1348,
  "rows": 27,
  "clock_power_share_pct": 9.8,
  "clk_latency_ps": 240,
  "numSynthFlops": 13,
  "die-area_um2": 9025,
  "grt_pass1_wl_mm": 5.161,
  "vias": 1052,
  "drt-wirelength-per-cell_um": 12.40,
  "globalRouteOverflowTotal": 0,
  "synthArstFlopShare_pct": 92.31,
  "synth.distinct_cells": 52
}
worst paths after layout:
check,end,slack (ps),cells after the start
min,c$_DFFE_PN0P_,590,2
max reg2reg,c_val$_DFF_PN0_,850,12
max in group asynchronous,st[4]$_DFF_PN0_,2440,1
min in group asynchronous,st[2]$_DFF_PN0_,810,1
max,c_val$_DFF_PN0_,320,12
min reg2reg,c$_DFFE_PN0P_,590,2
placed cells by master, fill, tap and decap left out, types with 2 or more instances in the layout:
master / instances
nor3b_1: 2
nor3_1: 7
a21boi_0: 2
a311oi_1: 2
or4_4: 2
and2_1: 5
clkdlybuf4s50_1: 9
mux2i_1: 2
dfrtp_1: 12
ha_1: 18
nand3_1: 2
inv_1: 17
buf_4: 7
a21oi_1: 3
xor2_1: 5
o21ai_0: 3
nand4b_1: 3
xnor2_1: 2
a2111oi_0: 2
clkbuf_8: 3
o41ai_1: 2
nand2_1: 6
nor2b_1: 4
nand2b_1: 4
nor2_1: 11
registers in the layout, summed over array words and instances (netlist names):
name and count:
p_prdy 1, mem 1, c_val 1, st 9, c 1
stage by stage:
step           total power, W  cells  utilization (%)  setup slack, ps
2_1_floorplan       0.0009716    147                -            554.2
3_3_place_gp         0.001173    231            28.08            90.63
3_5_place_dp         0.001171    231            28.08            59.86
4_1_cts              0.001304    235            28.92            320.5
5_1_grt              0.001444    235            28.92            135.9
6_report             0.001296    235            28.92            318.8
kinds of logic (layout without fill, tap and decap cells):
kind of cell,count (synthesis),after routing,share of synthesized area [%]
DFF,13,13,24.51
muxes,2,2,1.486
AOI/OAI and AO/OA,29,29,17.83
buffers and inverters,21,37,7.985
xor gates and xnor gates,7,7,4.550
and+or+nand+nor,56,56,25.44
adders and majority gates,19,19,18.20
layout make-up:
class | count | area [um^2] | share of cell area (%)
multi-input combinational | 113 | 909.6 | 57.47
clock inverter | 1 | 5.005 | 0.3162
clock buffer | 3 | 41.29 | 2.609
inverter | 17 | 63.81 | 4.032
sequential | 13 | 330.3 | 20.87
tap | 72 | 90.09 | 5.692
timing repair buffer | 16 | 142.6 | 9.012
critical path: stages:
cell	delay, ps
clkdlybuf4s50_1	520
nand2_1	90
nand2_1	70
nand2_1	50
ha_1	210
fa_1	420
xnor2_1	170
or4_4	420
a21oi_2	130
o221ai_2	110
or3_4	340
and2_1	160
metal layers:
metal	up-vias	part of all wire [%]	wire [um]
met5	-	0	0
met4	0	1.2	34
met3	2	1.4	41
met2	5	48	1399
met1	486	49	1439
li1	559	-	-
power by group through the flow:
stage,clock (W),combinational (W),sequential (W)
finish,0.000127,0.000944,0.000225
global route,0.000139,0.00107,0.000231
CTS,0.000131,0.000948,0.000225
Power and IR drop assume default switching activity.
