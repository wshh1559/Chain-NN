<file path="design.v">
`timescale 1ns / 1ps
module top_multiplier(
    input [31:0] a, 
    input [31:0] b,
    output [31:0] product
    );
	parameter exponent = 8;
	wire [exponent+1:0] exp;
	wire [2*(32-exponent)-1:0] man;
	wire zeroflag;
	reg sign;
	reg [30-exponent:0] norm_man;
	reg [exponent+1:0] norm_exp;
	reg overflow;
	reg downflow;
	reg [31:0] prod;
	assign exp = a[30:30-exponent+1] + b[30:30-exponent+1] - 8'd127;  
	assign man = {1'b1,a[30-exponent:0]} * {1'b1,b[30-exponent:0]};
	assign product[31:0] = prod;
	assign zeroflag = (a == 0 || b == 0)? 1'b1 : 1'b0;
	always@(man or exp or zeroflag or a or b) begin
		if(zeroflag == 1'b1) begin	 
			norm_man = 0;
			norm_exp = 0;
			sign = 0; 
		end
		else begin
			sign = a[31] ^ b[31];
			if (man[2*(32-exponent)-1]==1) begin
				norm_man = man[2*(32-exponent)-2:32-exponent];
				norm_exp = exp + 10'd1;
			end
			else begin
				norm_man = man[2*(32-exponent)-3:31-exponent];
				norm_exp = exp;
			end
		end
		overflow = norm_exp[exponent];
		downflow = norm_exp[exponent+1];
		if (downflow || zeroflag) begin
			prod[31:0] = 31'h00000000;
		end
		else if (overflow) begin
			prod[30:0] = 31'h7fffffff;
			prod[31] = sign;
		end
		else begin
			prod[30:0] = {norm_exp[exponent-1:0],norm_man};
			prod[31] = sign;
		end
	end
endmodule
</file>
<file path="run.sh">
#!/bin/bash
# OpenROAD 26Q1-2900-gdf79404cd8, Yosys 0.63+post, stock flow scripts
make -C /OpenROAD-flow-scripts/flow DESIGN_CONFIG=/design/flow/config.mk WORK_HOME=/design/flow/orfs finish
</file>
<file path="config.mk">
export PLATFORM = sky130hd
export DESIGN_NAME = top_multiplier
export DESIGN_NICKNAME = top_multiplier
export VERILOG_FILES = /design/flow/design.v
export SDC_FILE = /design/flow/constraint.sdc
export NUM_CORES = 4
export LEC_CHECK = 1
export CORE_UTILIZATION = 40
</file>
<file path="constraint.sdc">
current_design top_multiplier

set clk_period 32.8
set clk_io_pct 0.2

create_clock -name clk0 -period $clk_period

set non_clock_inputs [all_inputs -no_clocks]
set_input_delay [expr $clk_period * $clk_io_pct] -clock clk0 $non_clock_inputs
set_output_delay [expr $clk_period * $clk_io_pct] -clock clk0 [all_outputs]
</file>
==> qor.csv <==
metric,value,unit
slowest_stage,clkdlybuf4s50_1,
slew_headroom,0.445,
nClkBuffers,0,
ys_seq_frac,0,
min_period,22070,ps
grt_overflow,0,
yosys-stat-area,19600,sq um
ctsResizeCount,0,
grtUsageTotal,0.236,
fin_tns_setup,0,ps
yosys-top-cells-area,"fa_1, ha_1, inv_1",
netlist_instances,2275,
io_pins,96,
slew_violations,0,
peakVddDrop,0.456,mV
hold_viol_final,0,
ys_cells,2275,
fin_cells,2932,
coreArea,47900,sq um
setup_ws,10730,ps
cts_hold_buf,0,
die_x,223,microns
gp_congestion,0.964,
required,26240,ps
holdCritPathClass,in -> out,
std_cell_rows,80,
grt_pass1_vias,15800,
dp_cells,2931,
syn_area_per_cell,8.60,sq um
antenna_left,0,
leakage,11.0,nW
path_class,in -> out,
top_area_cell,fa_1,
worst-path-max-fanout,32,
cp_common_cell,fa_1,
intPower,2.29,mW
wirelength,52400,microns
dp_slack,10710,ps
die-area,49800,sq um
setup_viol,0,
core_util_floorplan,0.408,
fp.dieH,223,microns
flops,0,
period_used_share,0.673,
worst-path-buf-inv,10,
nFillCells,4638,
drtIter0Drc,698,
cp_slowest_stage_delay,960,ps
synth.distinct_cells,63,
syn2layout_area_growth,8.73,%
critPathLaunchType,input port,
vias,15000,
drive_gt1_frac,0.0259,
max-cap-violations,0,
dp_hpwl,41100,microns
max_freq,45.3,MHz
cts_setup_buffers,0,
tightest_slew,828,ps
power_density,252,nW/um^2
seq_area,0,sq um
cp-end-kind,output port,
yosys_warnings,1,
firstDrtPassIters,5,
port_buffers,96,
outcome,completed,
avgViaCountPerCell,5.11,
warnings,33,
antenna_found_initial,0,
swShare,0.573,
top_area_frac,0.493,
p_sw,3.07,mW
grt_max_degree,33,
grt_pass1_wl,85100,microns
rsz0062_at_grt,false,
arrival,15510,ps
wl_per_cell,17.9,microns
crit_family,adder cells,
drc,0,
syn_area,19600,sq um
-- synthesized netlist by cell type (all sizes together), types with 5 or more instances --
cell type	n
a21oi	62
o21ai	29
mux2i	10
nor4	18
a21o	15
buf	9
and2	238
xnor2	26
xor2	15
nand2	300
a31oi	8
ha	185
nor2	63
inv	601
o21bai	7
clkbuf	94
nand4	15
nor3	13
fa	482
o211ai	5
and3	7
or4	5
nand3	9
-- power by group through the flow --
stage                 sequential (mW)  clock [mW]  combinational (mW)
after CTS                           0           0                5.40
after global routing                0           0                6.03
-- worst paths after layout --
check / from / to / slack [ps] / cells past startpoint
max: b[8] / product[9] / 10730 / 29
min: a[31] / product[31] / 14180 / 4
-- routing by layer --
| layer | wire, microns | vias to the layer above | GRT usage |
|---|---|---|---|
| li1 | - | 6761 | - |
| met1 | 20100 | 7531 | 0.319 |
| met2 | 25900 | 612 | 0.380 |
| met3 | 5230 | 65 | 0.0880 |
| met4 | 1130 | 0 | 0.0425 |
| met5 | 0 | - | 0 |
-- cell usage in the layout (no fill, tap or decap), drive strengths merged, types with 7 or more instances in the layout --
| cell | synthesis | layout |
|---|---|---|
| a21o | 15 | 15 |
| a21oi | 62 | 62 |
| a31oi | 8 | 8 |
| and2 | 238 | 238 |
| and3 | 7 | 7 |
| buf | 9 | 48 |
| clkdlybuf4s50 | 0 | 96 |
| fa | 482 | 482 |
| ha | 185 | 185 |
| inv | 601 | 601 |
| mux2i | 10 | 10 |
| nand2 | 300 | 300 |
| nand3 | 9 | 9 |
| nand4 | 15 | 15 |
| nor2 | 63 | 63 |
| nor3 | 13 | 13 |
| nor4 | 18 | 18 |
| o21ai | 29 | 29 |
| o21bai | 7 | 7 |
| xnor2 | 26 | 26 |
| xor2 | 15 | 15 |
-- tightest hold or removal path: stages --
cell and delay (ps):
clkdlybuf4s50_1 440, xnor2_1 180, nor2_1 40, clkdlybuf4s50_1 390
-- cells by family (layout without fill, tap and decap cells) --
group,Yosys count,after routing,synth area share
xor gates and xnor gates,41,41,0.0187
adders and majority gates,667,667,0.612
AOI/OAI and AO/OA,162,162,0.0539
and+or+nand+nor,688,688,0.174
muxes,11,11,0.00569
buffers and inverters,706,747,0.136
other,0,1,0
-- per-stage QoR --
| stage | instance area (sq um) | utilization | total power, mW | hold WS (ps) |
|---|---|---|---|---|
| detailed placement | 21300 | 0.443 | 5.35 | 14160 |
| CTS | 21300 | 0.443 | 5.40 | 14170 |
| global placement | 21300 | 0.443 | 5.39 | 14200 |
| finish | 21300 | 0.443 | 5.36 | 14180 |
| floorplan | 19600 | - | 3.58 | 13190 |
| global route | 21300 | 0.443 | 6.03 | 14230 |
-- final cells by class --
type | instances | area, sq um | area share
Antenna cell | 1 | 2.50 | 0.000118
Inverter | 603 | 2260 | 0.106
Multi-Input combinational cell | 1569 | 16900 | 0.795
Tap cell | 615 | 769 | 0.0362
Timing Repair Buffer | 144 | 1320 | 0.0621
Power is estimated from default activity; no workload was simulated.
